===== /design/flow/run.sh =====
#!/bin/bash
# OpenROAD 26Q1-2900-gdf79404cd8, Yosys 0.63+post, stock flow scripts
make -C /OpenROAD-flow-scripts/flow DESIGN_CONFIG=/design/flow/config.mk WORK_HOME=/design/flow/orfs finish

===== /design/flow/config.mk =====
export PLATFORM = sky130hd
export DESIGN_NAME = pc_instruction
export DESIGN_NICKNAME = pc_instruction
export VERILOG_FILES = /design/flow/design.v
export SDC_FILE = /design/flow/constraint.sdc
export NUM_CORES = 4
export LEC_CHECK = 1
export CORE_AREA = 10 10 70 70
export DIE_AREA = 0 0 80 80

===== /design/flow/constraint.sdc =====
current_design pc_instruction

set clk_period 2.8
set clk_io_pct 0.2

create_clock -name clk0 -period $clk_period [get_ports {clk}]

set non_clock_inputs [all_inputs -no_clocks]
set_input_delay [expr $clk_period * $clk_io_pct] -clock clk0 $non_clock_inputs
set_output_delay [expr $clk_period * $clk_io_pct] -clock clk0 [all_outputs]

===== /design/flow/design.v =====
`timescale 1ns / 1ps
module pc_instruction( input clk, input hold, input reset, output [19:0] instruction );
reg [4:0]  pc;
reg [19:0] data [31:0];
assign instruction = data [ pc ];
always @( posedge clk )begin
	if ( reset )begin
		pc <= 0;
		data[0]  <= 20'b00001111111101111110;  
		data[1]  <= 20'b00110000000010001111;  
		data[2]  <= 20'b00110000001000011011;  
		data[3]  <= 20'b00100000000000000010;  
		data[4]  <= 20'b00000000000000000000;  
		data[5]  <= 20'b00110000000111111010;  
		data[6]  <= 20'b00000000000000000000;  
		data[7]  <= 20'b00110000001100100111;  
		data[8]  <= 20'b01000000000000000001;  
		data[9]  <= 20'b11100000000000000011;  
		data[10] <= 20'b00000000000000000000;  
		data[11] <= 20'b11000000000000000010;  
		data[12] <= 20'b10000000001000000000;  
		data[13] <= 20'b10100000001000000011;  
		data[14] <= 20'b01010000001100001010;  
		data[15] <= 20'b00000000000000000000;  
		data[16] <= 20'b00000000000000000000;  
		data[17] <= 20'b11100000001100000000;  
		data[18] <= 20'b00000000000000000000;  
		data[19] <= 20'b00000000000000000000;  
		data[20] <= 20'b00000000000000000000;  
		data[21] <= 20'b00000000000000000000;  
		data[22] <= 20'b11100000000000000011;  
		data[23] <= 20'b00000000000000000000;  
		data[24] <= 20'b00000000000000000000;  
	end
	else if ( hold )begin
		pc <= pc;
	end
	else if ( pc != 5'd24 )begin
		pc <= pc + 1;
	end
	else begin
		pc <= pc;
	end
end
endmodule

==> metrics.cfg <==
[outcome]
status = finished, final reports clean

[global_routing]
grt_max_degree = 26
gr-usage-all-layers_pct = 7.13
grt_pass1_vias = 814
gr-total-overflow = 0
grt_pass1_wl_mm = 3.86
antenna_found_initial = 0

[detailed_routing]
n_antenna_cell = 0
ant_nets = 0
remaining_drc_errors = 0
vias = 908
viasPerCell = 4.93
drtIter0Drc = 29
drt_pass1_iterations = 4
drt_wl_total_mm = 2.50
wire_per_inst_um = 13.6

[worst_setup_path]
criticalPathCategory = flop to output pin
slowest_delay_ns = 0.48
end_kind = output pin
worst_ep_arrival_time_ns = 2.21
crit_chain = inv_4, ha_4, buf_4, a211o_1, o211ai_4, o2111ai_2, nand3_1, clkdlybuf4s50_1
crit_required_ns = 2.24
cpMaxStageDelayCell = clkdlybuf4s50_1
cp_max_fo = 6
r2r_cells = 5
r2r_setup_slack_ns = 1.22
crit_path_start_kind = flop

[place]
port_buffers = 22
gp_congestion = 0.883
place_ws_ns = 0.0407
dp_hpwl_mm = 1.74

[pwr]
p_leak_nw = 0.472
p_per_area_nw_per_um2 = 323
peakVddDrop_v = 0.000241

[sta]
rsz0062_at_grt = yes
fmax_mhz = 362
skew_ns = 0.000304
hold_violations = 0
relSlewSlack_pct = 72.5
timing.hold.ws_ns = 0.563
tightest_slew_ns = 0.410
final_max_slew_viol_count = 0
finalWorstSetupSlack_ns = 0.0343
setup_viol = 0
min_period_ns = 2.77
timing.final.crit_share_pct = 98.8

[logic_synthesis]
ff_type = dfxtp_1
yosys_warnings = 142
mux_area_share_pct = 2.73
adder_share_pct = 6.42
syn_avg_cell_area_um2 = 6.96
ys_sh_xor_pct = 4.49
yosysUniqueCellTypes = 40
syn_inst = 112
synth-simple-area-share_pct = 25.7
ys_chip_area_um2 = 779
compound_area_share_pct = 32.6
yosysCellCount = 112
async_flop_share_pct = 0
edf_count = 0
ys.flops = 5
syn_area_um2 = 779
synth_seq_share_pct = 12.8
topCombFamilyByArea = AND-OR/OR-AND gates

[floorplan]
dieArea_um2 = 6400
core_area_um2 = 3420
die_h_um = 80
fp_util_pct = 22.8
die-width_um = 80
boundaryPins = 23
rows = 21

[clock_tree]
clock.latency.late_pin_ns = 0.23
clockBufferDepth = 2
numCtsBuffers = 3
h-tree-depth = 1
path_clk_slew_ns = 0.04
tritoncts = yes
cts_num_sinks = 5
ctsHoldBuffers = 0
cts_root_buf = clkbuf_4

[final_layout]
areaGrowthSynthToFinish_pct = 57.8
top_regs = pc x5
largest_register_ffs = 5
num-fill-cells = 353
drive_gt1_share_pct = 29.0
top_register = pc

[run]
warnings = 29
maxCapViolations = 0

[min_path]
hold_depth = 2
min_path_type = flop to flop

[placed cells by master (no fill, tap or decap), types with 3 or more instances in the layout]
master,instances
o31ai_1,3
dlymetal6s2s_1,8
a21oi_1,11
xnor2_1,4
dfxtp_1,3
inv_1,3
clkbuf_4,3
nand2b_1,4
buf_4,13
nor3_1,3
nand2_1,5
clkdlybuf4s50_1,12
nor2_1,15
[per-layer routing]
metal	up-vias	track usage (%)	part of all wire (%)
li1	455	-	-
met1	428	9.30	44
met2	21	12.2	52
met3	4	0.682	3.0
met4	0	1.76	1.4
met5	-	0	0
[final timing paths]
check,from,end
worst max-delay path,pc[1],instruction[9]
worst min-delay path,pc[0],pc[0]
worst max register to register,pc[2],pc[3]
worst min register to register,pc[0],pc[0]
[kinds of logic after synthesis]
kind of cell / Yosys count
buffers and inverters: 22
adders and majority gates: 4
and+or+nand+nor: 40
DFF: 5
AOI/OAI and AO/OA: 35
muxes: 2
xor gates and xnor gates: 4
[layout make-up]
cell class	count	area [um2]	area share, %
sequential	5	108	8.75
clock buffer	4	26.3	2.14
inverter	7	31.3	2.54
tap	46	57.6	4.68
multi-input combinational	86	661	53.7
timing repair buffer	36	347	28.2
[power by group]
group	internal, W	switching [W]
Combinational	0.000146	0.0000908
Clock	0.0000536	0.0000256
Sequential	0.0000750	0.00000630
[synthesized netlist by cell type, types with 2 or more instances]
cell        n  area [um2]
dfxtp_1     5         100
o21ai_0     3        15.0
nor3_1      3        15.0
o31ai_1     5        37.5
o2bb2ai_1   3        26.3
buf_4       6        45.0
nor2_1     16        60.1
buf_2       5        25.0
xnor2_1     4        35.0
nand2_1     5        18.8
o22ai_1     2        12.5
inv_1       6        22.5
a21oi_1    12        60.1
a31oi_1     2        12.5
or3_1       2        12.5
clkbuf_1    3        11.3
ha_1        4        50.1
nand2b_1    4        25.0
[per-stage QoR]
step	setup TNS (ns)	utilization (%)	cells	area, um2	power, W
after floorplan	0	-	112	779	0.000181
after global placement	0	30.4	175	1040	0.000292
after detailed placement	0	30.4	175	1040	0.000292
after CTS	0	33.5	182	1140	0.000398
after global routing	-0.0864	36.0	184	1230	0.000439
final	0	36.0	184	1230	0.000398
[repair_timing]
action	in CTS	in global routing
pin swaps	4	3
setup buffers	2	2
resized	16	21
endpoints found under the setup margin	14	12
cloned	1	0
[worst max-delay path, delay by kind of cell, from the launching register on]
kind	cells	cell delay (ns)
buffers and inverters	3	0.67
AND-OR/OR-AND	3	0.59
flip-flops	1	0.38
adder cells (fa/ha/maj)	1	0.17
AND/OR/NAND/NOR	1	0.16
Power figures rest on the tool's default switching activity, not on a simulated workload.
