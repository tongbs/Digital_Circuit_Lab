### /design/flow/design.v
`timescale 1ns / 1ps
module lab3(
					input clk,
					input reset,
					input btn_east,
					input btn_west,
					output [7:0] led
				);
				reg signed [3:0] num;
				reg flag1,flag2;
				reg [21:0] clk_counter;
		assign led[0]=num[0];
		assign led[1]=num[1];
		assign led[2]=num[2];
		assign led[3]=num[3];
		assign led[4]=num[3];
		assign led[5]=num[3];
		assign led[6]=num[3];
		assign led[7]=num[3];
always@(posedge clk,posedge reset)
begin
		if(reset)begin
				num<=4'b0000;
				clk_counter<=0;
				flag1<=0;
				flag2<=0;
		end
		else if(btn_east)begin
				clk_counter<=(clk_counter==21'b111111111111111111111)?clk_counter:clk_counter+1;
				if(clk_counter==21'b111111111111111111111)begin
					if(num!=-8&&flag1!=1)begin
						num<=num-1;
						flag1<=1;
					end
				end
			end
		else if(btn_west)begin
				clk_counter<=(clk_counter==21'b111111111111111111111)?clk_counter:clk_counter+1;
				if(clk_counter==21'b111111111111111111111)begin
					if(num!=7&&flag2!=1)begin
						num<=num+1;
						flag2<=1;
					end
				end
		 end
		else if(!btn_west||!btn_east)begin
				if(clk_counter==21'b111111111111111111111)begin
					clk_counter<=0;
					flag1<=0;
					flag2<=0;
				end
		end
end
endmodule
### /design/flow/run.sh
#!/bin/bash
# OpenROAD 26Q1-2900-gdf79404cd8, Yosys 0.63+post, stock flow scripts
make -C /OpenROAD-flow-scripts/flow DESIGN_CONFIG=/design/flow/config.mk WORK_HOME=/design/flow/orfs finish
### /design/flow/config.mk
export PLATFORM = sky130hd
export DESIGN_NAME = lab3
export DESIGN_NICKNAME = lab3
export VERILOG_FILES = /design/flow/design.v
export SDC_FILE = /design/flow/constraint.sdc
export NUM_CORES = 4
export LEC_CHECK = 1
export CORE_UTILIZATION = 40
### /design/flow/constraint.sdc
current_design lab3

set clk_period 4.7
set clk_io_pct 0.2

create_clock -name clk0 -period $clk_period [get_ports {clk}]

set non_clock_inputs [all_inputs -no_clocks]
set_input_delay [expr $clk_period * $clk_io_pct] -clock clk0 $non_clock_inputs
set_output_delay [expr $clk_period * $clk_io_pct] -clock clk0 [all_outputs]
==> notes.org <==
#+TITLE: Physical design notes

** Clock network
- Deepest clock path buffer count :: 2
- Number of clock sinks :: 28
- TritonCTS built the clock tree.
- Post-cts gate resize count :: 0
- Root buffer cell :: clkbuf_8
- Looking at the post-CTS report, the setup buffer insertion count equals 0.
- Clock-pin transition on the worst setup and hold timing paths :: 0.09 ns
- As reported, the later end of the worst-skew pair has a clock insertion delay of roughly 0.27 ns.
- Cts bufs inserted :: 3
- The post-CTS hold buffer count recorded in the log is 0.
- H-tree level count :: 1

** Flow run
- Max-capacitance violation count :: 0
- OpenROAD emitted warnings numbering 25.

** Logic synthesis
- The synthesized netlist occupies a cell area of 1710 sq um.
- Flops & latches, synth :: 28
- Among all flip-flop cells after synthesis, the most frequent one is dfrtp_1.
- The synth_stat.txt file lists the number of cells as around 190.
- Top cell type by total area after synthesis :: dfrtp_1
- The most frequently used library cell after synthesis is dfrtp_1.
- The synthesis report lists the most area-consuming cells as dfrtp_1 41%, a21oi_1 5.9%, nor2_1 3.1%, xnor2_1 3.1%, nand3_1 2.9%.
- Count of flip-flops with a built-in enable after synthesis :: 0
- Synthesized netlist cell count :: ~190
- Yosys reported that registers with async set or reset make up 1.00.
- Area leader share :: 0.411
- Number of synthesis warnings :: 1
- The gate-level netlist out of Yosys references roughly 50 unique cell types.
- Share of synthesized area occupied by flip-flops and latches :: 0.411
- Mapped Avg Cell Area :: 9.13 sq um
- For this run, the chip area from Yosys synthesis comes to about 1700 sq um.
- Top cells by count, synth :: 28 x dfrtp_1, 20 x a21oi_1, 14 x nor2_1

** Run status
- Outcome :: completed

** Detailed routing
- Number of DRC markers in iteration 0 :: between 90 and 100
- Average wire per standard cell :: ~15 microns
- For this run, the detailed router's first-pass iteration total came to 4.
- Number of DRC violations after detailed routing :: 0
- The routed layout has about 1.4k vias.
- The count of nets left with antenna violations once routing finished came out at 0.
- Total routed wirelength :: 3.54 mm
- Per the detail_route report, inserted antenna diodes total 0.
- Routed vias/inst :: 5.75

** GRT
- The global routing report lists combined usage of all routing layers as 0.180.
- Pin count of the biggest net entering global routing :: 29
- Recorded from the global router log, the overflow total was 0.
- Wire length of the first global-routing pass :: ~6 mm
- The initial antenna violation count came to 0.
- Via count of the first global-routing pass :: 1286

** STA
- At the pin with the least slew margin, the transition time is approximately 0.80 ns.
- The highest clock rate this design can be run at is around 350 MHz.
- For reference, the final report shows the max-slew violation count at 0.
- RSZ-0062 raised after global routing :: false
- Setup tns final :: 0 ns
- From the final report, the count of setup violators was given as 0.
- Clock tree skew after final layout :: 0.00215 ns
- In the final report, the number of hold violations comes to 0.
- The smallest clock period supported by the final layout is computed as ~2.9 ns.
- Final period util :: 0.609
- The worst-case max-slew headroom was logged as 0.464.

** Power
- Switching power as a fraction of the total was reported as 0.307.
- Combinational group share of total power :: 0.171
- The net switching power in the latest report is around 0.18 mW.
- In this run the power density over the cells is 306 nW/um^2.
- Internal power :: between 0.4 and 0.5 mW
- Portion of total power attributed to sequential cells :: 0.571
- Of the total power, the clock network draws 0.259.
- The leakage component of the power was reported as about 0.73 nW.
- Largest vdd supply drop :: between 0.2 and 0.25 mV
- Total chip power :: 0.577 mW

** Setup path
- Crit Reg-Reg Startpoint :: clk_counter[0]
- The critical path is of the input pin to flop type.
- The required time at the worst endpoint is listed as 4.83 ns.
- STA classifies the critical path startpoint as an input pin.
- The report shows a maximum critical-path fanout of 19.
- R2R cell count :: 6
- The arrival time of data at the worst endpoint is listed as 2.99 ns.
- Type of element capturing the critical path :: flop
- Source of the critical timing path :: btn_east

** Placement
- GP Congestion :: approximately 0.86
- Per the placement log, port buffering inserted 11 buffers.
- The wire-length estimate of the detail-placed layout is approximately 2.5 mm.

** Final layout
- Area growth from synthesis to layout :: 10.5%
- At the end of the flow the core is filled with cells to 0.465.
- Layout fillers :: ~350
- Proportion of layout cells with a drive suffix above 1 :: 0.0933

** Die
- The die is 67.3 microns wide.
- The floorplan step defined a die boundary enclosing 4530 sq um.
- Area of the core :: about 4000 sq um
- The floorplan report gives the top-level pin count as 12.
- Chip height :: between 60 and 70 microns
- In the floorplan report the effective utilization is 0.421.
- Standard-cell rows :: 23

** Worst hold path
- Hold analysis shows the worst path with a depth of 2.
- Worst Min Path Start :: flag2
- Type of the worst min-delay path :: flop to flop
cell type report:
type,instances,area (sq um),share of cell area
sequential,28,701,0.372
inverter,8,30.0,0.0159
tap,50,62.6,0.0332
multi-input combinational,140,912,0.484
clock buffer,4,55.1,0.0292
timing repair buffer,13,125,0.0664
power by group through the flow:
stage	clock network [mW]	logic, mW	registers, mW
finish	0.149	0.0986	0.330
global route	0.163	0.115	0.336
CTS	0.154	0.0994	0.328
critical path, cell delays in order:
cell and delay, ns:
clkdlybuf4s50_1 0.56, or2_2 0.50, nor3_2 0.72, o21bai_1 0.21, a21oi_1 0.05
placed cells by master, fill, tap and decap left out, types with 2 or more instances in the layout:
master,instances
dfrtp_1,28
a21oi_1,20
nor2_1,14
clkdlybuf4s50_1,11
nand3_1,10
nand2_1,9
nor3_1,9
o21ai_0,9
nand4_1,8
inv_1,8
xnor2_1,6
and3_1,5
nor4_1,4
clkbuf_8,4
o211ai_1,3
o21ai_1,3
ha_1,3
or2_2,2
and4_1,2
a311oi_1,2
nor2b_1,2
mux2_2,2
a211oi_1,2
buf_4,2
stage by stage:
stage / cell area (sq um) / std cells / hold WS (ns) / setup WS (ns)
finish: 1890 / 243 / 0.527 / 1.84
floorplan: 1710 / 187 / 0.463 / 2.70
detailed placement: 1830 / 239 / 0.520 / 1.57
CTS: 1890 / 243 / 0.543 / 1.86
global placement: 1830 / 239 / 0.510 / 1.60
global route: 1890 / 243 / 0.574 / 1.70
registers in the layout (all words and copies together), names as in the netlist:
name	count
flag2	1
clk_counter	22
num	4
flag1	1
kinds of logic after synthesis:
group / after synthesis / share of synthesized area
flip-flops: 28 / 0.411
multiplexers: 3 / 0.0191
buffers and inverters: 19 / 0.0550
AND/OR/NAND/NOR: 76 / 0.265
adder cells (fa/ha/maj): 4 / 0.0337
AND-OR/OR-AND: 50 / 0.180
XOR/XNOR: 7 / 0.0359
layer usage:
layer / wire length, microns / global-route usage
met3: 148 / 0.0308
met5: 0 / 0
met1: 1780 / 0.272
met2: 1570 / 0.285
met4: 40 / 0.0239
final timing paths:
path / endpoint / slack [ns]
min reg2reg: flag2 / 0.53
max in group asynchronous: clk_counter[4] / 3.41
max reg2reg: clk_counter[10] / 2.14
min in group asynchronous: num[0] / 1.02
max: clk_counter[10] / 1.84
min: flag2 / 0.53
Power is estimated from default activity; no workload was simulated.
